==> design/flow/design.v <==
`default_nettype none
module shift_add_multiplier_unrolled_stage #(
    parameter OPERAND_WIDTH = 8,
    parameter STAGE = 0
) (
    input logic i_clk,
    input logic i_reset,
    input logic i_operands_valid,
    input logic [OPERAND_WIDTH-1:0] i_operand_a,
    input logic [OPERAND_WIDTH-STAGE-1:0] i_operand_b,
    input logic [OPERAND_WIDTH+STAGE-1:0] i_result,
    output logic o_result_valid,
    output logic [OPERAND_WIDTH-1:0] o_operand_a,
    output logic [OPERAND_WIDTH-STAGE-2:0] o_operand_b,
    output logic [OPERAND_WIDTH+STAGE:0] o_result
);
    logic result_valid;
    logic [OPERAND_WIDTH-1:0] operand_a;
    logic [OPERAND_WIDTH-STAGE-2:0] operand_b;
    logic [OPERAND_WIDTH+STAGE:0] result;
    logic [OPERAND_WIDTH+STAGE:0] shifted_operand_a;
    assign shifted_operand_a = { i_operand_a, { STAGE{ 1'b0 } } };
    always_ff @(posedge i_clk) begin
        if (i_reset) begin
            operand_a <= 0;
            operand_b <= 0;
            result_valid <= 1'b0;
            result <= 0;
        end else begin
            operand_a <= i_operand_a;
            operand_b <= i_operand_b[OPERAND_WIDTH-1:1];
            result_valid <= i_operands_valid;
            result <= (i_operand_b[0]) ? i_result + shifted_operand_a : i_result;
        end
    end
    assign o_operand_a = operand_a;
    assign o_operand_b = operand_b;
    assign o_result_valid = result_valid;
    assign o_result = result;
endmodule
module shift_add_multiplier_unrolled #(
    parameter OPERAND_WIDTH = 8
) (
    input logic i_clk,
    input logic i_reset,
    input logic i_operands_valid,
    input logic [OPERAND_WIDTH-1:0] i_operand_a,
    input logic [OPERAND_WIDTH-1:0] i_operand_b,
    output logic o_result_valid,
    output logic [OPERAND_WIDTH*2-1:0] o_result
);
    logic [OPERAND_WIDTH:0] result_valid_signals;
    logic [OPERAND_WIDTH-1:0] operand_a_signals[OPERAND_WIDTH-1:0];
    logic [OPERAND_WIDTH-1:0] operand_b_signals[OPERAND_WIDTH-1:0];
    logic [OPERAND_WIDTH*2-1:0] result_signals[OPERAND_WIDTH:0];
    assign result_valid_signals[0] = i_operands_valid;
    assign operand_a_signals[0] = i_operand_a;
    assign operand_b_signals[0] = i_operand_b;
    assign result_signals[0] = '0;
    genvar k;
    generate
    for (k = 0; k < OPERAND_WIDTH-1; k++) begin : g_stages
        localparam OPERAND_B_WIDTH = OPERAND_WIDTH-k;
        localparam RESULT_WIDTH = OPERAND_WIDTH+k;
        shift_add_multiplier_unrolled_stage #(
            .OPERAND_WIDTH(OPERAND_WIDTH),
            .STAGE(k)
        ) stage (
            .i_clk(i_clk),
            .i_reset(i_reset),
            .i_operands_valid(result_valid_signals[k]),
            .i_operand_a(operand_a_signals[k]),
            .i_operand_b(operand_b_signals[k][OPERAND_B_WIDTH-1:0]),
            .i_result(result_signals[k][RESULT_WIDTH-1:0]),
            .o_result_valid(result_valid_signals[k+1]),
            .o_operand_a(operand_a_signals[k+1]),
            .o_operand_b(operand_b_signals[k+1][OPERAND_B_WIDTH-2:0]),
            .o_result(result_signals[k+1][RESULT_WIDTH+1-1:0])
        );
    end
    endgenerate
    shift_add_multiplier_unrolled_stage #(
        .OPERAND_WIDTH(OPERAND_WIDTH),
        .STAGE(OPERAND_WIDTH-1)
    ) last_stage (
        .i_clk(i_clk),
        .i_reset(i_reset),
        .i_operands_valid(result_valid_signals[OPERAND_WIDTH-1]),
        .i_operand_a(operand_a_signals[OPERAND_WIDTH-1]),
        .i_operand_b(operand_b_signals[OPERAND_WIDTH-1][0:0]),
        .i_result(result_signals[OPERAND_WIDTH-1][OPERAND_WIDTH*2-2:0]),
        .o_result_valid(result_valid_signals[OPERAND_WIDTH]),
        .o_operand_a(),
        .o_operand_b(),
        .o_result(result_signals[OPERAND_WIDTH][OPERAND_WIDTH*2-1:0])
    );
    assign o_result_valid = result_valid_signals[OPERAND_WIDTH];
    assign o_result = result_signals[OPERAND_WIDTH];
endmodule
==> design/flow/run.sh <==
#!/bin/bash
# OpenROAD 26Q1-2900-gdf79404cd8, Yosys 0.63+post, stock flow scripts
make -C /OpenROAD-flow-scripts/flow DESIGN_CONFIG=/design/flow/config.mk WORK_HOME=/design/flow/orfs finish
==> design/flow/config.mk <==
export PLATFORM = sky130hd
export DESIGN_NAME = shift_add_multiplier_unrolled
export DESIGN_NICKNAME = shift_add_multiplier_unrolled
export VERILOG_FILES = /design/flow/design.v
export SDC_FILE = /design/flow/constraint.sdc
export NUM_CORES = 4
export LEC_CHECK = 1
export CORE_UTILIZATION = 40
==> design/flow/constraint.sdc <==
current_design shift_add_multiplier_unrolled

set clk_period 3.7
set clk_io_pct 0.2

create_clock -name clk0 -period $clk_period [get_ports {i_clk}]

set non_clock_inputs [all_inputs -no_clocks]
set_input_delay [expr $clk_period * $clk_io_pct] -clock clk0 $non_clock_inputs
set_output_delay [expr $clk_period * $clk_io_pct] -clock clk0 [all_outputs]
==> flow.log <==
[report] extracting results
[metrics] horizontal die dimension: ~140 µm
[metrics] detailed router's first-iteration violation count: ~180
[metrics] clock network fraction of design power: approximately 42%
[metrics] sequential element share of the synthesized area: between 40% and 50%
[metrics] insertion delay to the later sink of the worst-skew pair: roughly 0.42 ns
[metrics] Worst path top cell family by delay: AND-OR/OR-AND gates
[metrics] number of diodes added for antenna fixing: 0
[metrics] wire length of the first global-routing pass: between 20000 and 25000 µm
[metrics] Vias per Instance: a little under 5
[metrics] overall die height: 142 µm
[metrics] number of clock buffers inserted by TritonCTS: 17
[metrics] CP Capture Type: flip-flop
[metrics] H-tree depth: 4
[metrics] classification of the worst setup path: reg2reg
[metrics] number of buffers inserted by port buffering: 35
[metrics] hold_sp: g_stages[3].stage.result_valid$_SDFF_PP0_
[metrics] share of the core filled with cells in the final layout: a little under half
[metrics] full die area: roughly 20000 µm²
[metrics] pin count of the biggest net entering global routing: 89
[metrics] clock tree from TritonCTS: done
[metrics] Lkg Pwr: roughly 0.0037 µW
[metrics] total chip power: approximately 4000 µW
[metrics] worst clock skew: about 0.0096 ns
[metrics] count of unique library cells instantiated by Yosys: 43
[metrics] clock-pin slew reported for the worst setup and hold paths after clock tree synthesis: ~0.070 ns
[metrics] run status: complete, no violations
[metrics] fp util: between 40 and 50%
[metrics] max_slew headroom: 58.1%
[metrics] Dominant Register Cell: dfxtp_1
[metrics] crit path DRT: around 4 ns
[metrics] # setup viols final: 0
[metrics] DRT Pass-1 Iters: 4
[metrics] I/O pin total: 36
[metrics] Yosys Chip Area: just under 8000 µm²
[metrics] antenna viol nets, final: 0
[metrics] worst-case vdd ir drop: a little over 0.3 mV
[metrics] total congestion overflow after global routing: 0
[metrics] min Tclk post-route: around 2.2 ns
[metrics] transition time at the pin with the least slew margin: 0.628 ns
[metrics] path category of the worst min-delay check: reg2reg
[metrics] count of filler cells inserted in the layout: approximately 1700
[metrics] count of buffers added by post-CTS timing repair for setup: 0
[metrics] switching share of power: between 20% and 30%
[metrics] clock root buffer: clkbuf_16
[metrics] Comb pwr share: 4.1%
[metrics] synth-to-layout area growth: 14.5%
[metrics] number of max-slew violations in the final report: 0
[metrics] total vias in the final route: roughly 5300
[metrics] weighted congestion at the end of routability-driven global placement: 0.909
[metrics] post-route DRC violation count: 0
[metrics] number of maximum-capacitance constraint violations: 0
[metrics] Syn. warnings: 22
[metrics] Syn Std Cell Area: between 7000 and 8000 µm²
[metrics] number of global-route vias before repair: 5218
[metrics] timing-limited maximum frequency: approximately 460 MHz
[metrics] slowest cell on the critical path: a211oi_1
[metrics] crit path cell chain: ha_1, fa_1, a211oi_1, o21bai_1, a211oi_1, o32ai_1
[metrics] number of instances resized during post-cts repair: 0
[metrics] number of buffer and inverter instances along the worst setup path: 0
[metrics] Max stage delay on crit path: 0.52 ns
[metrics] buffer depth of the longest clock path: 2
[metrics] Most Frequent Cell on Critical Path: a211oi_1
[metrics] Setup Total Neg Slack: 0 ns
[metrics] internal cell power: between 3000 and 4000 µW
[metrics] Routed wire per std cell: around 11 µm
[metrics] Worst setup SP type: flip-flop
[metrics] post-layout instance area: 8970 µm²
[metrics] floorplan core area: 19000 µm²
[metrics] number of storage elements in the synthesis netlist: roughly 190
[metrics] PD cells: 441 nW/µm²
[metrics] CTS Sinks: approximately 190
[metrics] Synth async-reset ratio: 0%
[metrics] total placed instance area: around 8400 µm²
[metrics] number of buffers inserted for hold repair after clock tree synthesis: 0
[metrics] count of warning messages emitted by the tools: 25
[metrics] total count of hold-check failures in the final report: 0
[metrics] final clock period utilization by the worst path: roughly three fifths
[metrics] GR Util All Layers: 13.3%
[metrics] synthesized area divided by synthesized cell count: between 10 and 15 µm²
[metrics] Seq pwr share: 53.6%
[metrics] Worst Setup SP: g_stages[2].stage.result[3]$_SDFF_PP0_
[metrics] post-DP HPWL: between 8000 and 9000 µm
[metrics] number of antenna violations at the first check in global routing: 0
[metrics] proportion of layout cells with a drive suffix above 1: under 10%
[metrics] total cells reported by yosys after synthesis: about 800
[metrics] startpoint of the worst register-to-register path: g_stages[2].stage.result[3]$_SDFF_PP0_
[metrics] endpoint arrival time on the critical path: roughly 2.5 ns
[metrics] cell row count: 50
[metrics] total wirelength of the detailed-routed design: 12100 µm
[metrics] top fanout value on the critical path: 3
[metrics] post-synthesis cell count: 779
[metrics] RSZ-0062 raised after global routing: no
[metrics] switching component of the power: between 800 and 900 µW
[metrics] number of enable-type register cells in the synthesized netlist: 0
==> cells in the mapped netlist, types with 2 or more instances <==
library cell	number	area (µm²)
or4_1	7	52.6
a21oi_2	6	52.6
and2_1	8	50.1
nor3_1	2	10.0
buf_1	2	7.51
nand2b_1	16	100
fa_1	7	140
o211ai_1	7	52.6
nand3b_1	6	45.0
a21o_1	7	52.6
nand2_1	29	109
o32ai_1	5	43.8
o21a_1	6	45.0
buf_2	7	35.0
nor2_1	42	158
ha_1	55	688
o311ai_0	6	52.6
nor3b_1	14	105
inv_1	15	56.3
and3_1	6	37.5
o21ai_0	49	245
or3b_2	6	52.6
a31oi_1	2	12.5
dfxtp_1	191	3820
o211a_1	5	50.1
a21oi_1	40	200
o21bai_1	6	45.0
clkbuf_1	21	78.8
a211o_1	10	87.6
nand3_1	14	70.1
a211oi_1	23	173
xnor2_1	8	70.1
nor2b_1	127	795
mux2i_1	15	150
==> power by group through the flow <==
stage,combinational [µW],clock [µW],sequential [µW]
6_report,162,1670,2120
5_1_grt,185,1820,2130
4_1_cts,164,1730,2120
==> cell usage in the layout (no fill, tap or decap), drive strengths merged, types with 2 or more instances in the layout <==
cell           instances
dfxtp                191
a211o                 10
o21ai                 49
a211oi                24
nand3                 14
o211ai                 7
nand2b                16
clkinv                 4
nor3b                 14
o32ai                  5
and2                   8
nand3b                 6
buf                    4
a21o                   8
inv                   23
o21a                   6
a21oi                 46
xnor2                  8
nor3                   2
nor2                  42
or4                    7
fa                     7
nor2b                127
nand2                 29
a31oi                  2
ha                    55
mux2i                 15
o21bai                 6
clkdlybuf4s50         34
o311ai                 7
o211a                  5
and3                   6
clkbuf                19
or3b                   6
==> cells by family (layout without fill, tap and decap cells) <==
logic type | Yosys count | count (layout) | synth area share (%)
AOI/OAI and AO/OA | 181 | 181 | 15.3
adders and majority gates | 62 | 62 | 10.6
DFF | 191 | 191 | 48.8
xor gates and xnor gates | 8 | 8 | 0.894
buffers and inverters | 45 | 85 | 2.27
and+or+nand+nor | 277 | 277 | 20.2
muxes | 15 | 15 | 1.92
==> registers in the layout, summed over array words and instances (netlist names) <==
register	flops
g_stages.stage.operand_a	56
g_stages.stage.operand_b	28
g_stages.stage.result	83
g_stages.stage.result_valid	7
last_stage.result	16
last_stage.result_valid	1
==> worst paths after layout <==
check                                               to  slack, ns  cells past startpoint
max             g_stages[3].stage.result[9]$_SDFF_PP0_       1.53                      6
min          g_stages[4].stage.result_valid$_SDFF_PP0_       0.43                      1
max reg2reg     g_stages[3].stage.result[9]$_SDFF_PP0_       1.53                      6
min reg2reg  g_stages[4].stage.result_valid$_SDFF_PP0_       0.43                      1
==> layer usage <==
metal | vias to the layer above | wire length, µm | track usage (%)
met3 | 12 | 410 | 2.95
met5 | - | 0 | 0
met4 | 0 | 178 | 2.72
li1 | 2783 | - | -
met1 | 2437 | 5420 | 16.2
met2 | 83 | 6120 | 24.2
==> through the flow <==
| step | hold slack [ns] | setup slack (ns) | instances |
|---|---|---|---|
| 6_report | 0.429 | 1.53 | 1079 |
| 3_5_place_dp | 0.420 | 1.50 | 1047 |
| 3_3_place_gp | 0.421 | 1.57 | 1047 |
| 5_1_grt | 0.448 | 1.38 | 1079 |
| 4_1_cts | 0.435 | 1.54 | 1079 |
| 2_1_floorplan | 0.414 | 1.73 | 779 |
==> layout make-up <==
class	count	area, µm²	area share, %
multi-input cells	543	3830	42.7
repair buffers	38	374	4.17
clock buffers	19	433	4.83
inverters	15	56.3	0.628
well taps	260	325	3.63
clock inverters	13	123	1.37
flip-flops and latches	191	3820	42.6
No activity file was given, so power comes from the tool's default toggle rates.
