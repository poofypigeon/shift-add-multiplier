--- flow/config.mk ---
export PLATFORM = sky130hd
export DESIGN_NAME = shift_add_multiplier
export DESIGN_NICKNAME = shift_add_multiplier
export VERILOG_FILES = /design/flow/design.v
export SDC_FILE = /design/flow/constraint.sdc
export NUM_CORES = 4
export LEC_CHECK = 1
export CORE_UTILIZATION = 50
--- flow/constraint.sdc ---
current_design shift_add_multiplier

set clk_period 7.7
set clk_io_pct 0.2

create_clock -name clk0 -period $clk_period [get_ports {i_clk}]

set non_clock_inputs [all_inputs -no_clocks]
set_input_delay [expr $clk_period * $clk_io_pct] -clock clk0 $non_clock_inputs
set_output_delay [expr $clk_period * $clk_io_pct] -clock clk0 [all_outputs]
--- flow/design.v ---
`default_nettype none
module shift_add_multiplier_unit #(
    parameter OPERAND_WIDTH = 8
) (
    input logic i_clk,
    input logic i_reset,
    input logic i_operands_valid,
    input logic [OPERAND_WIDTH-1:0] i_operand_a,
    input logic [OPERAND_WIDTH-1:0] i_operand_b,
    output logic o_result_valid,
    output logic [OPERAND_WIDTH*2-1:0] o_result
);
    logic [$clog2(OPERAND_WIDTH):0] counter;
    logic [OPERAND_WIDTH*2-1:0] operand_a;
    logic [OPERAND_WIDTH-2:0] operand_b;
    logic [OPERAND_WIDTH*2-1:0] result;
    logic [OPERAND_WIDTH*2-2:0] accumulator;
    assign result = accumulator + ((operand_b[0]) ? operand_a : 0);
    always_ff @(posedge i_clk) begin
        if (i_reset) begin
            counter <= 0;
            operand_a <= 0;
            operand_b <= 0;
            accumulator <= 0;
        end else if ((counter == 0 || counter == OPERAND_WIDTH-1) && i_operands_valid) begin
            accumulator <= (i_operand_b[0]) ? i_operand_a : 0;
            operand_a <= { { (OPERAND_WIDTH-1){ 1'b0 } }, i_operand_a, 1'b0 };
            operand_b <= { 1'b0, i_operand_b[OPERAND_WIDTH-1:1] };
            counter <= 1;
        end else if (counter != 0) begin
            accumulator <= result;
            operand_a <= { operand_a[OPERAND_WIDTH*2-2:0], 1'b0};
            operand_b <= { 1'b0, operand_b[OPERAND_WIDTH-2:1] };
            counter <= (counter == OPERAND_WIDTH-1) ? 0 : counter + 1;
        end
    end
    assign o_result_valid = (counter == OPERAND_WIDTH-1);
    assign o_result = result;
endmodule
module shift_add_multiplier #(
    parameter OPERAND_WIDTH = 8
) (
    input logic i_clk,
    input logic i_reset,
    input logic i_operands_valid,
    input logic [OPERAND_WIDTH-1:0] i_operand_a,
    input logic [OPERAND_WIDTH-1:0] i_operand_b,
    output logic o_result_valid,
    output logic [OPERAND_WIDTH*2-1:0] o_result
);
    logic [$clog2(OPERAND_WIDTH):0] counter;
    logic [OPERAND_WIDTH-2:0] in_valid_vector;
    logic [OPERAND_WIDTH-2:0] out_valid_vector;
    logic [OPERAND_WIDTH*2-1:0] result_vector[OPERAND_WIDTH-2:0];
    logic result_valid = 1'b0;
    logic [OPERAND_WIDTH*2-1:0] result = 0;
    always_ff @(posedge i_clk) begin
        if (i_reset) begin
            counter <= 0;
            result_valid <= 1'b0;
            result <= 0;
        end else begin
            counter <= (counter == OPERAND_WIDTH-2) ? 0 : counter + 1;
            result_valid <= |out_valid_vector;
            result <= result_vector[counter];
        end
    end
    always_comb begin
        for (int i = 0; i < OPERAND_WIDTH-1; i++) begin
            in_valid_vector[i] = i_operands_valid && counter == i;
        end
    end
    genvar k;
    generate
    for (k = 0; k < OPERAND_WIDTH - 1; k++) begin : g_units
        shift_add_multiplier_unit #(
            .OPERAND_WIDTH(OPERAND_WIDTH)
        ) unit (
            .i_clk(i_clk),
            .i_reset(i_reset),
            .i_operands_valid(in_valid_vector[k]),
            .i_operand_a(i_operand_a),
            .i_operand_b(i_operand_b),
            .o_result_valid(out_valid_vector[k]),
            .o_result(result_vector[k])
        );
    end
    endgenerate
    assign o_result_valid = result_valid;
    assign o_result = result;
endmodule
--- flow/run.sh ---
#!/bin/bash
# OpenROAD 26Q1-2900-gdf79404cd8, Yosys 0.63+post, stock flow scripts
make -C /OpenROAD-flow-scripts/flow DESIGN_CONFIG=/design/flow/config.mk WORK_HOME=/design/flow/orfs finish
==> ci_impl_report.md <==
## Synthesis and layout report

| Metric | Value |
|---|---|
| Result of the run | complete, no violations |
| Fraction of the core area occupied by cells at floorplan | 0.512 |
| Final Hold Vio Count | 0 |
| Met3 Resource Use GR | 0.0614 |
| Final critical-path share of the clock period | 0.505 |
| Mean Syn Cell Area | 7.99 um2 |
| Endpoint type of the worst setup path | flop |
| GRT Overall Usage | 0.326 |
| Overall overflow remaining after global route | 0 |
| Count of antenna-violating nets left after detailed routing | 0 |
| Clock tree skew after final layout | 0.0174 ns |
| Antenna violations before repair | 1 |
| Later-pin clock latency in the skew report | 0.55 ns |
| Compound-Gate Fraction of Synth Area | 0.213 |
| Cell area leaders | sky130_fd_sc_hd__dfxtp_1, sky130_fd_sc_hd__ha_1, sky130_fd_sc_hd__nand2_1 |
| Post-cts resize count | 0 |
| Async set-reset flop share out of synthesis | 0 |
| Final standard cell utilization of the core | 0.568 |
| Time the worst path needs with I/O delays and setup | 3.89 ns |
| Count of H-tree levels built during CTS | 2 |
| Pin count of the biggest net entering global routing | 72 |
| Met2 track utilization from global routing | 0.470 |
| Worst voltage drop across the vdd grid | 222 uV |
| Via count of the first global-routing pass | 14600 |
| Cell area after synthesis | 0.0179 mm2 |
| Number of flops mapped to enable cells by yosys | 0 |
| # port buffers | 35 |
| Standard cell core area | 0.0349 mm2 |
| Yosys stat cell total | 2238 |
| Xor+xnor area frac | 0.0392 |
| Number of rows in the core area | 68 |
| Fraction of post-synthesis cell area in the top cell type by area | 0.345 |
| Measured slew at the worst slew-check pin | 0.967 ns |
| Unique cell types | 73 |
| Synthesized netlist cell count | 2238 |
| Setup TNS Final | 0 ns |
| Hold-fix buffer count after cts | 0 |
| Inserted Clock Buffers | 37 |
| Leakage power | 7.50 nW |
| Top cell type by instance count after synthesis | sky130_fd_sc_hd__nand2_1 |
| Clock-pin transition on the worst setup and hold timing paths | 0.06 ns |
| DRC violation count after routing | 0 |
| Count of tool warnings | 35 |
| Clock Tree Root | sky130_fd_sc_hd__clkbuf_16 |
| Chip area | 0.0365 mm2 |
| Horizontal extent of the die | 191 um |
| Biggest fanout along the worst timing path | 16 |
| Pwr per Cell Area | 260 mW/mm2 |
| Synthesis warning total | 3 |
| Adder-cell area share of the yosys netlist | 0.0898 |
| Library cell with the largest summed area after synthesis | sky130_fd_sc_hd__dfxtp_1 |
| Ports | 36 |
| Fraction of final layout cells sized beyond drive strength 1 | 0.0764 |
| Mean number of vias per cell | 6.05 |
| Headroom to the max-slew limit | 0.353 |
| Final number of setup-violating endpoints | 0 |
| # Post-CTS Setup Buffers | 0 |
| Max-slew violation count | 0 |
| DRC violation total after the first TritonRoute iteration | 1403 |
| Max-cap violation count | 0 |
| Synth mux share | 0.0368 |
| Detailed Routing Iterations Pass 1 | 7 |
| Proportion of synthesized chip area in sequential cells | 0.345 |
| Achievable frequency | 257 MHz |
| Routability cong. | 0.967 |
| Biggest combinational cell group after synthesis | simple AND/OR/NAND/NOR gates |
| Max clock buf depth | 3 |
| Synth Flop Type | sky130_fd_sc_hd__dfxtp_1 |
| Met1 track utilization from global routing | 0.508 |
| Fill cell count | 3159 |
| YS chip area | 0.0179 mm2 |
| Simple Share, Synth | 0.233 |
| Class of the most critical setup path | flop to flop |
| Clock tree from TritonCTS | yes |
| Gr busiest metal | met1 |
| Data required time of the critical path | 8.10 ns |
| Height of the die | 191 um |
| Setup repair after global routing missed its margin | false |
| Clock tree sinks | 308 |
| Kind of start point of the critical path | flop |
| Arrival time worst endpoint | 4.29 ns |
| Leading post-synthesis cells by instance count | sky130_fd_sc_hd__nand2_1, sky130_fd_sc_hd__dfxtp_1, sky130_fd_sc_hd__nor2_1 |
| Registers, synthesis | 308 |
| Wire length of the first global-routing pass | 87300 um |
| Diodes inserted | 0 |
| Post-detailed-placement half-perimeter wirelength | 39400 um |
| Total length of routed wires | 57300 um |
| Routed wire length per instance | 21.3 um |
| Layout Area Growth over Synthesis | 11.0% |
| Via count | 16300 |
| Worst min path class | flop to flop |
==> per-layer routing <==
layer / wire length, um / up-vias
li1: - / 7944
met1: 26600 / 7728
met2: 24400 / 525
met3: 4400 / 90
met4: 1860 / 2
met5: 13 / -
==> cell type report <==
type	instances	area, um2	share of cell area
Multi-Input combinational cell	1724	11000	0.553
Timing Repair Buffer	79	684	0.0345
Clock inverter	8	67.6	0.00341
Inverter	62	233	0.0117
Tap cell	455	569	0.0287
Clock buffer	56	1140	0.0574
Sequential cell	308	6170	0.311
==> through the flow <==
step                hold WS, ns  total power [W]  setup slack, ns  cells  cell area, um2
floorplan                 0.432          0.00292             4.64   2238           17900
global placement          0.442          0.00339             3.47   2628           18600
detailed placement        0.445          0.00340             3.43   2628           18600
CTS                       0.454          0.00516             3.83   2692           19800
global route              0.468          0.00539             3.63   2692           19800
finish                    0.455          0.00516             3.81   2692           19800
==> critical path, cell delays in order, from the launching register on <==
cell	delay [ns]
sky130_fd_sc_hd__dfxtp_1	0.60
sky130_fd_sc_hd__and2_1	0.22
sky130_fd_sc_hd__ha_1	0.21
sky130_fd_sc_hd__inv_1	0.07
sky130_fd_sc_hd__fa_1	0.42
sky130_fd_sc_hd__nor2b_1	0.19
sky130_fd_sc_hd__o2111ai_1	0.15
sky130_fd_sc_hd__and4b_2	0.31
sky130_fd_sc_hd__o211ai_1	0.20
sky130_fd_sc_hd__xor2_1	0.52
sky130_fd_sc_hd__a221o_1	0.29
sky130_fd_sc_hd__a221oi_1	0.09
sky130_fd_sc_hd__a311oi_1	0.45
==> worst paths after layout <==
path / startpoint / to / slack, ns / cells after the start
max: g_units[4].unit.operand_b[0] / result[13] / 3.81 / 12
min reg2reg: g_units[4].unit.operand_a[15] / g_units[4].unit.operand_a[15] / 0.45 / 2
max reg2reg: g_units[4].unit.operand_b[0] / result[13] / 3.81 / 12
min: g_units[4].unit.operand_a[15] / g_units[4].unit.operand_a[15] / 0.45 / 2
==> sequential cells by signal, summed over array words and instances, names as in the netlist <==
register / count
result_valid: 1
g_units.unit.accumulator: 105
result: 16
g_units.unit.operand_a: 105
counter: 4
g_units.unit.counter: 28
g_units.unit.operand_b: 49
==> report_power, final <==
| part | internal, W | switching, W | total (W) |
|---|---|---|---|
| Sequential | 0.00176 | 0.000132 | 0.00190 |
| Clock | 0.00105 | 0.000705 | 0.00175 |
| Combinational | 0.000464 | 0.00104 | 0.00151 |
| Total | 0.00328 | 0.00188 | 0.00516 |
==> cells in the final DEF, fill, tap and decap left out, types with 34 or more instances in the layout <==
cell type,netlist,routed
sky130_fd_sc_hd__a31oi_1,64,64
sky130_fd_sc_hd__xnor2_1,60,60
sky130_fd_sc_hd__a211oi_1,36,35
sky130_fd_sc_hd__dfxtp_1,308,308
sky130_fd_sc_hd__and2_1,107,107
sky130_fd_sc_hd__o21ai_0,45,45
sky130_fd_sc_hd__mux2i_1,44,44
sky130_fd_sc_hd__a21oi_1,146,143
sky130_fd_sc_hd__nand2_1,315,315
sky130_fd_sc_hd__nand3_1,88,88
sky130_fd_sc_hd__buf_4,0,44
sky130_fd_sc_hd__nor2_1,250,250
sky130_fd_sc_hd__clkdlybuf4s50_1,0,34
sky130_fd_sc_hd__inv_1,62,62
sky130_fd_sc_hd__a22oi_1,75,75
sky130_fd_sc_hd__nor3_1,39,39
sky130_fd_sc_hd__ha_1,117,117
sky130_fd_sc_hd__clkbuf_16,0,37
==> logic make-up (layout without fill, tap and decap cells) <==
kind of cell    Yosys count  count (layout)
xor+xnor                 80              80
flops                   308             308
buf+inv                 206             205
mux                      63              63
compound gates          551             551
simple gates            906             906
fa+ha+maj               124             124
Power and IR drop assume default switching activity.
